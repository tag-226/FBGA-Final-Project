`/design/flow/run.sh`:
```
#!/bin/bash
# OpenROAD 26Q1-2900-gdf79404cd8, Yosys 0.63+post, stock flow scripts
make -C /OpenROAD-flow-scripts/flow DESIGN_CONFIG=/design/flow/config.mk WORK_HOME=/design/flow/orfs finish
```
`/design/flow/config.mk`:
```
export PLATFORM = sky130hd
export DESIGN_NAME = calculator
export DESIGN_NICKNAME = calculator
export VERILOG_FILES = /design/flow/design.v
export SDC_FILE = /design/flow/constraint.sdc
export NUM_CORES = 4
export LEC_CHECK = 1
export CORE_AREA = 10 10 101 101
export DIE_AREA = 0 0 111 111
```
`/design/flow/constraint.sdc`:
```
current_design calculator

set clk_period 8.3
set clk_io_pct 0.2

create_clock -name clk0 -period $clk_period [get_ports {clk}]

set non_clock_inputs [all_inputs -no_clocks]
set_input_delay [expr $clk_period * $clk_io_pct] -clock clk0 $non_clock_inputs
set_output_delay [expr $clk_period * $clk_io_pct] -clock clk0 [all_outputs]
```
`/design/flow/design.v`:
```
`timescale 1ns / 1ps
module calculator (
    input [3:0] A,         
    input [3:0] B,         
    input [2:0] op,        
    input clk, reset,             
    output reg [6:0] seg,  
    output reg [3:0] digit_select  
);
    reg [7:0] result_bin;     
    reg [3:0] current_digit;  
    reg [15:0] counter;       
    always @(*) begin
        case (op)
            3'b000: result_bin = A + B;              
            3'b001: result_bin = A - B;              
            3'b010: result_bin = A * B;              
            3'b011: result_bin = (B != 0) ? A / B : 8'b00000000;  
            3'b100: result_bin = {4'b0000, A & B};   
            3'b101: result_bin = {4'b0000, A | B};   
            3'b110: result_bin = {4'b0000, A ^ B};   
            3'b111: result_bin = {4'b0000, ~A};      
            default: result_bin = 8'b00000000;
        endcase
    end
    always @(posedge clk) begin
        counter <= counter + 1;
        if (counter == 16'h61A8) begin  
            digit_select[1:0] <= ~digit_select[1:0];  
            counter <= 16'd0;
        end
    end
    always @(posedge clk or posedge reset) begin
        if (reset) begin
            counter <= 16'd0;
            digit_select <= 4'b1110;  
        end
    end
    always @(*) begin
        if (digit_select == 4'b1110) begin
            current_digit = result_bin[3:0];  
        end else begin
            current_digit = result_bin[7:4];  
        end
    end
    always @(*) begin
        case (current_digit)
            4'b0000: seg = 7'b1000000;  
            4'b0001: seg = 7'b1111001;  
            4'b0010: seg = 7'b0100100;  
            4'b0011: seg = 7'b0110000;  
            4'b0100: seg = 7'b0011001;  
            4'b0101: seg = 7'b0010010;  
            4'b0110: seg = 7'b0000010;  
            4'b0111: seg = 7'b1111000;  
            4'b1000: seg = 7'b0000000;  
            4'b1001: seg = 7'b0010000;  
            4'b1010: seg = 7'b0001000;  
            4'b1011: seg = 7'b0000011;  
            4'b1100: seg = 7'b1000110;  
            4'b1101: seg = 7'b0100001;  
            4'b1110: seg = 7'b0000110;  
            4'b1111: seg = 7'b0001110;  
            default: seg = 7'b1111111;  
        endcase
    end
endmodule
```
==> notes.md <==
impl run done, here's what came out: Via Count 3173, Synth top area share 27.1%, Global Route Usage Sum 12.9%, max-slew violation count 0, Die ar. approximately 12000 µm², Syn Area/Cell 7.39 µm², Post-synth seq share 0%, Post-Syn Area 2360 µm², diode count 0, yosys warns 21, RSZ-0062 raised after global routing yes, vias in the first global route 3005, clkbuf count 0, Fillers 640, Largest delay share family, worst path AND-OR/OR-AND gates, worst hold slack roughly 4.3 ns, area leader, netlist ha_1, global route overflow 0, min cycle time layout 13.15 ns, die width 111 µm, layout cells sized above 1 between 50% and 60%, Min-Delay Path Class in -> out, Seq cells 0, Max-Cap Viols 0, Post-synth top cells 51 x ha_1, 35 x nand2_1, 22 x nor2_1, final hold vios 0, Pwr Density 155 nW/µm², final setup fails 7, Post-CTS Hold Fix Bufs 0, Starting Density slightly below 30%, 1st-iter DRT viols 162, register area 0 µm², status finished, violations left, Max VDD drop around 76 µV, initial antenna violation count 0, Worst Path Required about 6.6 ns, largest net degree at the start of global routing 15, DP HPWL ~5700 µm, die span in y about 110 µm, Leak 2.11 nW, failing checks negative setup slack, Buf/Inv on CP 6, area delta synth->final 87.8%, Remaining DRCs 0, crit-path most repeated cell ha_4, Vias per Instance 5.17, Distinct cells, synth 66, remaining antenna violation count 0, Slew headroom 41.0%, core footprint 8130 µm², CP max FO 6, first-pass GRT wire length 14200 µm, crit share post-route 158%, total power between 0.0006 and 0.0007 W, 1st-pass router iterations 5, GP Congestion 0.902, arrival time at the worst endpoint 11.49 ns, most frequent cell after synthesis ha_1, CP max-delay cell or4b_4, final cell count without fillers 614, Critical Path End Type output pin, delay of the slowest critical-path stage approximately 0.53 ns, worst-margin pin slew just under 0.9 ns, post-placement cell count 543, number of I/O pins 24, final core occ 54.4%, post-DR wirelength/cell 15.3 µm, WS Path Type in -> out, startpoint types input pin, Log Warnings 46, Post-Route WL around 9400 µm, Worst Setup Slack, final -4.85 ns, ys cells around 320, IO Port Bufs 18, Mapped Cells 319, yosys stat area 2360 µm², achievable frequency about 76 MHz, FP Rows 33, biggest area cells ha_1 27%, nand2_1 5.6%, a21oi_1 4.5%, xnor2_1 4.5%, o21a_1 3.8%
==> worst min-delay path: stages <==
cell and delay, ns:
buf_2 0.12, buf_4 0.19, ha_1 0.19, xnor2_1 0.08, nand2_1 0.09, a21o_1 0.13, o21ai_2 0.05, buf_2 0.10
==> cell families (layout without fill, tap and decap cells) <==
family | Yosys count | in the layout | share of synthesized area (%)
and+or+nand+nor | 111 | 111 | 24.5
buffers and inverters | 28 | 212 | 5.47
adders and majority gates | 52 | 52 | 27.9
AOI/OAI and AO/OA | 99 | 99 | 30.1
xor gates and xnor gates | 19 | 19 | 7.64
other | 2 | 8 | 0.319
muxes | 8 | 8 | 3.98
==> power breakdown <==
part           total [W]  internal [W]  switching [W]
clock network          0             0              0
logic           0.000685      0.000388       0.000297
registers              0             0              0
total           0.000685      0.000388       0.000297
==> metrics by stage <==
step	instance area, µm²	worst slack, ns	TNS [ns]
floorplan	2560	-4.74	-31.76
detailed placement	3580	-5.78	-39.75
CTS	4150	-4.59	-31.14
global placement	3580	-5.62	-38.57
global route	4430	-5.26	-35.72
finish	4430	-4.85	-33.00
==> layout by cell type (no fill, tap or decap), types with 10 or more instances in the layout <==
master / netlist / layout
nand2_1: 35 / 29
o21a_1: 12 / 12
buf_2: 1 / 12
xnor2_1: 12 / 12
buf_4: 6 / 170
inv_1: 16 / 11
a21oi_1: 21 / 10
ha_4: 0 / 14
ha_1: 51 / 37
nor2_1: 22 / 15
==> repair_timing <==
action | CTS | global route
gates cloned | 0 | 0
setup buffers | 61 | 11
endpoints found under the setup margin | 7 | 7
pin swaps | 47 | 49
gates resized | 93 | 38
==> path summary, 6_finish.rpt <==
kind / startpoint / depth (start not counted) / endpoint
hold / removal: A[2] / 8 / seg[1]
setup / recovery: B[1] / 56 / seg[3]
==> metal layers <==
| metal | track usage, % | vias up | wire length (µm) |
|---|---|---|---|
| li1 | - | 1564 | - |
| met1 | 18.6 | 1495 | 4520 |
| met2 | 21.6 | 96 | 4310 |
| met3 | 0.657 | 18 | 480 |
| met4 | 0.868 | 0 | 114 |
| met5 | 0 | - | 0 |
==> layout make-up <==
class	count	area [µm²]	share of cell area, %
Tap cell	105	131	2.97
Timing Repair Buffer	195	1480	33.4
Inverter	17	72.6	1.64
Multi-Input combinational cell	297	2750	62.0
Power figures rest on the tool's default switching activity, not on a simulated workload.
